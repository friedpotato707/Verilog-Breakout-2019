`./constraint.sdc`:
```
current_design paddle_module

set clk_period 6.7
set clk_io_pct 0.2

create_clock -name clk0 -period $clk_period [get_ports {CLOCK_50}]

set non_clock_inputs [all_inputs -no_clocks]
set_input_delay [expr $clk_period * $clk_io_pct] -clock clk0 $non_clock_inputs
set_output_delay [expr $clk_period * $clk_io_pct] -clock clk0 [all_outputs]
```
`./config.mk`:
```
export PLATFORM = sky130hd
export DESIGN_NAME = paddle_module
export DESIGN_NICKNAME = paddle_module
export VERILOG_FILES = /design/flow/design.v
export SDC_FILE = /design/flow/constraint.sdc
export NUM_CORES = 4
export LEC_CHECK = 1
export CORE_UTILIZATION = 40
```
`./design.v`:
```
module paddle_module(paddle_x, paddle_y, paddle_colour, paddle_plot, CLOCK_50, resetn, colourButton, leftKey, rightKey, lost, restart);
		input leftKey, rightKey;
      input colourButton;
		input lost, restart;
      input CLOCK_50, resetn;   
	   output [7:0] paddle_x, paddle_y;
	   output [2:0] paddle_colour;
	   output paddle_plot;
		wire ld_c_paddle;
		wire paddleDone;
	   paddle_datapath d0(
		    .leftKey(leftKey), 
		    .rightKey(rightKey), 
		    .enable(paddleEnable),
		    .CLOCK_50(CLOCK_50),
		    .ld_c(ld_c_paddle),
		    .COLOUR_IN(3'b111),
		    .reset_n(resetn),
		    .X_OUT(paddle_x),
		    .Y_OUT(paddle_y),
		    .COLOUR_OUT(paddle_colour),
		    .DONE(paddleDone), 
			 .lost(lost),
			 .restart(restart)
		 );
	    paddle_control c0(
	       .CLOCK_50(CLOCK_50),
	       .reset_n(resetn),
	       .colourButton(colourButton),
	       .enable(paddleEnable),
	       .ld_c(ld_c_paddle),
	       .canDraw(paddle_plot)
	    );
endmodule
module paddle_control(canDraw, colourButton, reset_n, CLOCK_50, enable, ld_c);
	input CLOCK_50, reset_n, colourButton;
	output reg enable, ld_c, canDraw;	
	reg [3:0] current_state, next_state;
	localparam  S_LOAD_C = 4'd0,
                S_LOAD_C_WAIT = 4'd1,
			    Exec = 4'd2;
	always@(*)
        begin: state_table
            case (current_state)
                Exec: next_state = Exec;
                default: next_state = Exec;
            endcase
        end 
	always@(*)
      begin: enable_signals
          ld_c = 1'b0;
		  enable = 1'b0;
		  canDraw = 1'b0;
		  case(current_state)
			    S_LOAD_C_WAIT:
			        begin
                        ld_c = 1'b1;
			        end		
				Exec:
				    begin
				        ld_c = 1'b1;
					    enable = 1'b1;
					    canDraw = 1'b1;
					end
				default:
				    begin
				    end
		  endcase
    end
	 always@(posedge CLOCK_50)
      begin: state_FFs
        if(!reset_n)
            current_state <= Exec;
        else
            current_state <= next_state;
      end 
endmodule
module paddle_datapath(COLOUR_OUT, X_OUT, Y_OUT, COLOUR_IN, leftKey, rightKey, enable, CLOCK_50, ld_c, reset_n, DONE, lost, restart);
	input ld_c, CLOCK_50, reset_n, enable;
	output DONE;
	input lost, restart;
	input [2:0] COLOUR_IN;
	input leftKey, rightKey;	
	output[2:0] COLOUR_OUT;
	output[7:0] X_OUT, Y_OUT;
	wire[19:0] current_delay;
	wire[3:0] frames_passed;
	paddle_delay_counter dc(
	                 .CLOCK_50(CLOCK_50),
	                 .reset_n(reset_n),
	                 .delay_passed(enable),
	                 .DELAY_OUT(current_delay)
	                 );  
	assign delay_passed = (current_delay ==  20'd0) ? 1 : 0;   
	paddle_frame_counter fc(
	                 .CLOCK_50(CLOCK_50),
	                 .reset_n(reset_n),
	                 .enable(delay_passed), 
	                 .FRAME_OUT(frames_passed)
	                 );   
	assign canOutputPixels = (frames_passed == 4'b1111) ? 1 : 0;  
	wire[2:0] colour_new;
	wire[7:0] X_SCREEN_POS;
	assign colour_new = (frames_passed == 4'b1111) ? 3'b000 : COLOUR_IN;
	assign DONE = (frames_passed == 4'b1111) ? 1'b1 : 1'b0;
	paddle_pixel_array_generator pag(
	                          .leftKey(leftKey), 
	                          .rightKey(rightKey), 
	                          .X_IN(X_SCREEN_POS), 
	                          .Y_IN(8'd110), 
	                          .COLOUR_IN(colour_new), 
	                          .ld_c(ld_c), 
	                          .CLOCK_50(CLOCK_50), 
	                          .reset_n(reset_n), 
	                          .enable(enable), 
	                          .X_OUT(X_OUT), 
	                          .Y_OUT(Y_OUT), 
	                          .COLOUR_OUT(COLOUR_OUT)
	                          );
	paddle_x_counter xc(
	             .leftKey(leftKey), 
	             .rightKey(rightKey), 
	             .slow_clock(canOutputPixels), 
	             .reset_n(reset_n), 
	             .X_OUT(X_SCREEN_POS), 
					 .lost(lost),
					 .restart(restart)
	             );
endmodule
module paddle_counter(OUT, reset_n, enable, CLOCK_50);
	input CLOCK_50, reset_n, enable;
	output reg [3:0] OUT;
	always @(posedge CLOCK_50)
	begin
		if(reset_n == 1'b0)
			OUT <= 4'b1111;
		else if(enable == 1'b1)
		begin
		  if(OUT == 4'b1111)
			  OUT <= 4'b0000;
		  else
			  OUT <= OUT + 1'b1;
		end
   end
endmodule
module paddle_delay_counter(DELAY_OUT, reset_n, delay_passed, CLOCK_50);
		input CLOCK_50, delay_passed, reset_n;
		output reg [19:0] DELAY_OUT;
		always @(posedge CLOCK_50)
		begin
			if(reset_n == 1'b0)
				DELAY_OUT <= 20'b10000000000000000000;
			else if(delay_passed == 1'b1)
			begin
			   if(DELAY_OUT == 20'd0 )
					DELAY_OUT <= 20'b10000000000000000000;
				else
					DELAY_OUT <= DELAY_OUT - 1'b1;
			end
		end
endmodule
module paddle_frame_counter(FRAME_OUT, reset_n, enable, CLOCK_50);
	input CLOCK_50, reset_n, enable;
	output reg [3:0] FRAME_OUT;
	always @(posedge CLOCK_50)
	begin
		if(reset_n == 1'b0)
			FRAME_OUT <= 4'b0000;
		else if(enable == 1'b1)
		begin
		  if(FRAME_OUT == 4'b1111)
			  FRAME_OUT <= 4'b0000;
		  else
			  FRAME_OUT <= FRAME_OUT + 1'b1;
		end
   end
endmodule
module paddle_x_counter(X_OUT, slow_clock, reset_n, leftKey, rightKey, lost, restart);
	input leftKey, rightKey, slow_clock, reset_n, restart;
	output reg[7:0] X_OUT;
	input lost;
	 reg first;
	 always @(negedge slow_clock)
	 begin
		if (reset_n == 1'b0 || restart)
			first <= 1'b0;
		else if (first != 1'b1)
			first <= 1'b1;
	 end		
	always@(negedge slow_clock)
	   begin
	   if (reset_n == 1'b0 || !first)
		    X_OUT <= 8'd0;
	   else
			begin
			if(!lost)
			    begin
			    if(rightKey == 1'b1 && X_OUT + 1'b1 < 8'b10011011)
				    X_OUT <= X_OUT + 4'b0100;
			    else if(leftKey == 1'b1 && X_OUT > 4'b0001)
				    X_OUT <= X_OUT - 4'b0100;
		       end
	      end
	   end		
endmodule
module paddle_pixel_array_generator(COLOUR_OUT, X_OUT, Y_OUT, X_IN, Y_IN, COLOUR_IN, leftKey, rightKey, ld_c, enable, reset_n, CLOCK_50);
	input [2:0] COLOUR_IN;
	input [7:0] Y_IN, X_IN;
	output [2:0] COLOUR_OUT;
	output[7:0] X_OUT, Y_OUT;
    input leftKey, rightKey, CLOCK_50, enable, ld_c, reset_n;
	wire [3:0] xPixel;
	reg [7:0] initialX;
    reg [2:0] tempColour;
    assign COLOUR_OUT = tempColour;
    assign Y_OUT = Y_IN;  
    assign X_OUT = initialX + xPixel;  
	always @ (posedge CLOCK_50) 
	    begin
            if(!reset_n) 
            begin
                initialX <= 7; 
			    tempColour <= 3'b000;
            end
            else 
                begin
                    initialX <= X_IN;
				    if(ld_c == 1)
					    tempColour <= COLOUR_IN;
                end
        end
	paddle_counter xPixelCounter(
	                      .CLOCK_50(CLOCK_50), 
	                      .reset_n(reset_n), 
	                      .enable(enable), 
	                      .OUT(xPixel)
	                      );  
endmodule
```
`./run.sh`:
```
#!/bin/bash
# OpenROAD 26Q1-2900-gdf79404cd8, Yosys 0.63+post, stock flow scripts
make -C /OpenROAD-flow-scripts/flow DESIGN_CONFIG=/design/flow/config.mk WORK_HOME=/design/flow/orfs finish
```
==> impl_metrics.tcl <==
# collected from the flow reports
set metrics [dict create \
    die_h_microns 76.1 \
    portBuffers 16 \
    cpPeakStageDelay_ps 470 \
    wl_per_cell_microns 10.9 \
    dp_cells 323 \
    hold-path-endpoint "d0.dc.DELAY_OUT[0]$_SDFF_PP0_" \
    end_kind "output pin" \
    ys_cells 246 \
    synth_flop_count 43 \
    diodes 0 \
    rows 26 \
    fin_skew_ps 6.64 \
    period_used_pct 54.7 \
    r2r-end "d0.dc.DELAY_OUT[13]$_SDFF_PP0_" \
    core_sq_um 5200 \
    synthCells 246 \
    synth-main-ff-cell "dfxtp_1" \
    yosys_area_sq_um 2200 \
    dpl_worst_slack_ps 3300 \
    detail_route.vias_per_cell 4.95 \
    gp_congestion 0.846 \
    ant_nets 0 \
    insertion_delay_ps 280 \
    chip_area_sq_um 5790 \
    cp-start-kind "register" \
    cts_max_level 2 \
    grtUsageTotal_pct 13.6 \
    hp-class "reg2reg" \
    untimed_endpoints 7 \
    ctsHoldBuffers 0 \
    rr_worst_depth 5 \
    grt_start_max_net_pins 17 \
    warnings 26 \
    final_layout_size_suffix_gt1_share_pct 5.00 \
    clk_path_buf_depth 2 \
    ioPinCount 27 \
    cts.repair.resized 0 \
    die_w_microns 76.1 \
    drc 0 \
    yosysUniqueCellTypes 45 \
    grt_overflow 0 \
    yosysMostFrequentCell "dfxtp_1" \
    antenna_found_initial 0 \
    ys_seq_share_pct 39.2 \
    root_buffer "clkbuf_8" \
    unclocked_regs 7 \
    num_vias 1632 \
    timing.max_cap.violations 0 \
    syn2layout_area_growth_pct 11.5 \
    tightest_slew_ps 654 \
    fin_ws_ps 3040 \
    slowest_stage "clkdlybuf4s50_1" \
    grt_pass1_vias 1565 \
    cts_made_buffers 5 \
    crit_chain "ha_1 > inv_1 > fa_1 > nor2b_1 > o21ai_0 > nand2b_1 > nand3_1 > xnor2_1 > clkdlybuf4s50_1" \
    netlist_area_sq_um 2200 \
    min_delay_path_depth 1 \
    rsz0062_at_grt "no" \
    post_cts_buffers 0 \
    cp_top_family "adder cells" \
    critPathRequiredTime_ps 5360 \
    cp_max_fo 5 \
    setup_viol 0 \
    final_cell_area_sq_um 2450 \
    whs_ps 464 \
    stdcell_count 330 \
    worstPathArrival_ps 2320 \
    ys_async_sr_fraction_pct 0 \
    regToRegStartpoint "d0.dc.DELAY_OUT[7]$_SDFF_PP0_" \
    reg2reg_slack_ps 4760 \
    top_cells_by_count "dfxtp_1, nor2_1, a21oi_1, xnor2_1, nand2_1" \
    slew_violations 0 \
    slew_headroom_pct 56.4 \
    synth_top_area_share_pct 39.2 \
    totalWireLength_microns 3590 \
    cp.buffers_inverters 2 \
    floorplan.initialDensity_pct 42.2 \
    top_cells_by_area "dfxtp_1, ha_1, xnor2_1, nor2_1, a21oi_1" \
    p_per_area_nw_per_um2 338 \
    yosysWarnings 9 \
    final_util_pct 47.0 \
    drt_pass1_iterations 7 \
    worstSetupPathType "reg2out" \
    fmax_ghz 0.273 \
    detailed_place.area_sq_um 2350 \
    leakage_nw 1.01 \
    p_total_mw 0.828 \
    avgSynthCellArea_sq_um 8.93 \
    peakVddDrop_uv 259 \
    period_needed_ps 3660 \
    path_clk_slew_ps 70 \
    grt_pass1_wl_microns 6550 \
    hp-start "d0.dc.DELAY_OUT[0]$_SDFF_PP0_" \
    cts_tree "yes" \
    largest_area_cell "dfxtp_1" \
    status "finished clean" \
    first_iter_violations 37 \
    hold_violations 0 \
    setup-tns-final_ps 0 \
    edf_count 0 \
    place.detailed.hpwl_microns 2650 \
]
-- layout make-up --
type | count | area (sq um)
timing repair buffer | 16 | 160
tap | 70 | 87.6
multi-input combinational | 182 | 1200
clock buffer | 7 | 96.3
inverter | 12 | 45.0
fill | 517 | 2760
sequential | 43 | 861
-- how the worst max path moves through the flow --
stage         cells past startpoint                              startpoint     endpoint
finish                            9  d0.pag.xPixelCounter.OUT[0]$_SDFF_PN1_  paddle_x[6]
global route                      9  d0.pag.xPixelCounter.OUT[0]$_SDFF_PN1_  paddle_x[6]
CTS                               9  d0.pag.xPixelCounter.OUT[0]$_SDFF_PN1_  paddle_x[6]
-- metal layers --
metal | global-route usage (%) | share of wire (%) | up-vias
met1 | 19.9 | 53 | 740
met2 | 22.5 | 43 | 21
met4 | 1.35 | 1.2 | 0
li1 | - | - | 866
met3 | 2.19 | 2.8 | 5
met5 | 0 | 0 | -
-- worst reg2reg max path, cell delays in order (launching register included) --
cell	delay, ps
dfxtp_1	360
nor4_2	450
nand3_1	320
or4_1	490
xor2_1	140
nor2_1	50
-- state kept, by name, indices dropped and copies added (netlist names) --
name and flops:
d0.pag.initialX 7, d0.xc.X_OUT 6, d0.pag.tempColour 1, d0.xc.first 1, d0.pag.xPixelCounter.OUT 4, d0.dc.DELAY_OUT 20
d0.fc.FRAME_OUT 4
-- report_power, final --
group          leakage [nW]  internal [mW]  switching [mW]
Clock                0.0503         0.0915          0.0720
Sequential            0.352          0.272          0.0680
Combinational         0.606          0.158           0.166
Total                  1.01          0.522           0.306
-- cells by family (layout without fill, tap and decap cells) --
logic type	after synthesis	count (layout)	share of synthesized area, %
fa+ha+maj	13	13	8.09
compound gates	46	46	12.9
xor+xnor	17	17	6.78
other cells	2	9	0.342
buf+inv	28	35	7.41
flops	43	43	39.2
mux	6	6	2.74
simple gates	91	91	22.6
-- layout by cell type, fill, tap and decap left out, drive strengths merged, types with 5 or more instances in the layout --
cell type,n
nand2,14
dfxtp,43
nor3,5
ha,11
clkdlybuf4s50,16
conb,9
nor4,6
xnor2,15
nand3,7
nor2,32
clkbuf,7
o21ai,9
a21oi,19
inv,12
mux2i,6
Power is estimated from default activity; no workload was simulated.
