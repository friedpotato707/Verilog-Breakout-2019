--- design/flow/design.v ---
module ball_module(ball_x, ball_y, ball_colour, ball_plot, bounce, BOUNCE_LEFT, BOUNCE_RIGHT, BOUNCE_UP, BOUNCE_DOWN, CLOCK_50, resetn, colourButton, IsPosX, IsPosY, lost, restart, won);
      input colourButton;
      input CLOCK_50, resetn;
    	wire ballDone;
	   wire ballEnable;
		input lost, won;
		input restart;
	   wire ld_c_ball;
	   output [7:0] ball_x, ball_y;
	   output [2:0] ball_colour;
		output ball_plot;
	   input bounce;	
	   input BOUNCE_LEFT, BOUNCE_RIGHT, BOUNCE_UP, BOUNCE_DOWN;	
		output IsPosX, IsPosY;
    	datapath ball_data_path(
		.enable(ballEnable),
		.CLOCK_50(CLOCK_50),
		.ld_c(ld_c_ball),
		.COLOUR_IN(3'b111),
		.reset_n(resetn),
		.X_OUT(ball_x),
		.Y_OUT(ball_y),
		.COLOUR_OUT(ball_colour),
		.bounce(bounce),
		.BOUNCE_UP(BOUNCE_UP), 
		.BOUNCE_DOWN(BOUNCE_DOWN), 
		.BOUNCE_LEFT(BOUNCE_LEFT), 
		.BOUNCE_RIGHT(BOUNCE_RIGHT),
		.IsPosX(IsPosX), 
		.IsPosY(IsPosY), 
		.lost(lost), 
		.restart(restart),
		.won(won)
		 );
	   control ball_control_path(CLOCK_50,resetn,colourButton,ballEnable,ld_c_ball, ball_plot);
endmodule
module datapath(enable,CLOCK_50,ld_c,COLOUR_IN,reset_n,X_OUT,Y_OUT,COLOUR_OUT, bounce, BOUNCE_LEFT, BOUNCE_RIGHT, BOUNCE_DOWN, BOUNCE_UP, IsPosX, IsPosY, lost, restart, won);
   input bounce, BOUNCE_LEFT, BOUNCE_RIGHT, BOUNCE_UP, BOUNCE_DOWN;
	input enable,CLOCK_50,reset_n,ld_c;
	input [2:0] COLOUR_IN;
	output[7:0] X_OUT, Y_OUT;
	output[2:0] COLOUR_OUT;
	input lost, won;
	input restart;
	wire[19:0] current_delay;
	wire[3:0] frames_passed;
	wire[7:0] X_ScreenPos, Y_ScreenPos;
	wire[2:0] colour_new;
	delay_counter dc(CLOCK_50,reset_n,enable,current_delay);
	assign delay_passed = (current_delay ==  20'd0) ? 1 : 0;
	frame_counter fc(CLOCK_50,reset_n,delay_passed,frames_passed);
	assign canOutputPixels = (frames_passed == 4'b0100) ? 1 : 0;
	output IsPosX, IsPosY;
	x_counter xc(CLOCK_50,canOutputPixels,reset_n,canOutputPixels, X_ScreenPos, BOUNCE_LEFT, BOUNCE_RIGHT, IsPosX, lost, restart, won);
	y_counter yc(CLOCK_50,canOutputPixels,reset_n,canOutputPixels, Y_ScreenPos, bounce, BOUNCE_DOWN, BOUNCE_UP, IsPosY, lost, restart, won);
	assign colour_new = (frames_passed == 4'b0100) ? 3'b000 : COLOUR_IN;
	pixel_array_generator pag(X_ScreenPos, Y_ScreenPos, colour_new, ld_c, CLOCK_50, reset_n, enable, X_OUT, Y_OUT, COLOUR_OUT);
endmodule	
module control(CLOCK_50, reset_n, colourButton, enable, ld_c, canDraw);
	input CLOCK_50, reset_n, colourButton;
	output reg enable, ld_c, canDraw;	
	reg [3:0] current_state, next_state;
	localparam  S_LOAD_C = 4'd0,
                S_LOAD_C_WAIT = 4'd1,
			    Exec = 4'd2;
	always@(*)
        begin: state_table
            case (current_state)
                Exec: next_state = Exec;
                default: next_state = Exec;
            endcase
        end 
	always@(*)
      begin: enable_signals
          ld_c = 1'b0;
		  enable = 1'b0;
		  canDraw = 1'b0;
		  case(current_state)
			    S_LOAD_C_WAIT:
			        begin
                        ld_c = 1'b1;
			        end		
				Exec:
				    begin
				        ld_c = 1'b1;
					    enable = 1'b1;
					    canDraw = 1'b1;
					end
				default:
				    begin
				    end
		  endcase
    end
	 always@(posedge CLOCK_50)
      begin: state_FFs
        if(!reset_n)
            current_state <= Exec;
        else
            current_state <= next_state;
      end 
endmodule		
module counter(CLOCK_50,reset_n,enable, OUT);
	input CLOCK_50, reset_n, enable;
	output reg [1:0] OUT;
	always @(posedge CLOCK_50)
	begin
		if(reset_n == 1'b0)
			OUT <= 2'b00;
		else if(enable == 1'b1)
		begin
		  if(OUT == 2'b11)
			  OUT <= 2'b00;
		  else
			  OUT <= OUT + 1'b1;
		end
   end
endmodule
module delay_counter(CLOCK_50,reset_n,enable, DELAY_OUT);
		input CLOCK_50;
		input reset_n;
		input enable;
		output reg [19:0] DELAY_OUT;
		always @(posedge CLOCK_50)
		begin
			if(reset_n == 1'b0)
				DELAY_OUT <= 20'b11001110111001100001;
			else if(enable ==1'b1)
			begin
			   if(DELAY_OUT == 20'd0)
					DELAY_OUT <= 20'b11001110111001100001;
				else
					DELAY_OUT <= DELAY_OUT - 1'b1;
			end
		end
endmodule
module frame_counter(CLOCK_50, reset_n,enable, FRAME_OUT);
	input CLOCK_50,reset_n,enable;
	output reg [3:0] FRAME_OUT;
	always @(posedge CLOCK_50)
	begin
		if(reset_n == 1'b0)
			FRAME_OUT <= 4'b0000;
		else if(enable == 1'b1)
		begin
		  if(FRAME_OUT == 4'b0100)
			  FRAME_OUT <= 4'b0000;
		  else
			  FRAME_OUT <= FRAME_OUT + 1'b1;
		end
   end
endmodule
module x_counter(CLOCK_50, slow_clock, reset_n, enable, OUT, BOUNCE_LEFT, BOUNCE_RIGHT, IsPosX, lost, restart, won);
   input BOUNCE_LEFT, BOUNCE_RIGHT;
	input CLOCK_50,enable,reset_n, slow_clock;
	input restart;
	input lost, won;
	output reg[7:0] OUT;
	output reg IsPosX;
    always@(posedge slow_clock)
	    begin
		    if(reset_n == 1'b0)
			    IsPosX <= 1'b1;
		    else
		        begin
					   if(BOUNCE_LEFT)
							IsPosX <= 1'b0;	
						else if(BOUNCE_RIGHT)
						    IsPosX <= 1'b1;					  
			        if(IsPosX == 1'b1)
			            begin									 
				            if(OUT == 8'd159)
					            IsPosX <= 1'b0;
				            else if(BOUNCE_LEFT == 1'b0 && BOUNCE_RIGHT == 1'b0)
					            IsPosX <= 1'b1;							
			            end
			        else if(IsPosX == 1'b0)
			            begin
				            if(OUT == 8'b00000000)
					            IsPosX <= 1'b1;
								else if(BOUNCE_LEFT == 1'b0 && BOUNCE_RIGHT == 1'b0) 
								   IsPosX <= 1'b0;
			            end
		        end
	    end
	always@(negedge slow_clock)
	    begin
	        if(reset_n == 1'b0 || restart)
			    OUT <= 8'b00000000;
	        else
			    begin
				     if(!lost && !won)
					  begin
			            if(IsPosX == 1'b1)
				            OUT <= OUT + 1'b1;
			            else
				            OUT <= OUT - 1'b1;
					  end
		        end
		end        
endmodule
module y_counter(CLOCK_50, slow_clock, reset_n, enable, OUT, bounce, BOUNCE_DOWN, BOUNCE_UP, IsPosY, lost, restart, won);
   input BOUNCE_DOWN, BOUNCE_UP;
   input bounce;
	input CLOCK_50, enable, reset_n, slow_clock;
	output reg[7:0] OUT;
	input lost, won;
	input restart;
   output reg IsPosY;
	 reg first;
	 always @(posedge CLOCK_50)
	 begin
		if (reset_n == 1'b0)
			first <= 1'b0;
		else if (first != 1'b1)
			first <= 1'b1;
	 end	 
	always@(posedge CLOCK_50)
	    begin
		    if(reset_n == 1'b0)
			    IsPosY <= 1'b1;
		    else
		        begin
					  if(BOUNCE_DOWN == 1'b1)
					      IsPosY <= 1'b1;
						else if(BOUNCE_UP == 1'b1)
						   IsPosY <= 1'b0;					  
			        if(IsPosY == 1'b1)
			            begin								 
							   if(bounce == 1'b1 || OUT == 8'd119)
								    IsPosY <= 1'b0;
			 	            else if(BOUNCE_DOWN == 1'b0 && BOUNCE_UP == 1'b0)
					            IsPosY <= 1'b1;
			            end
			        else
			            begin
				            if(OUT <= 8'b00000010)
					            IsPosY <= 1'b1;
				            else if(BOUNCE_DOWN == 1'b0 && BOUNCE_UP == 1'b0)
					            IsPosY <= 1'b0;
			            end
		        end
		end
	always@(negedge slow_clock)
	    begin
	        if(reset_n == 1'b0 || restart)
			    OUT <= 8'b00111100;
	        else
			    begin
				     if(!lost && !won)
					  begin
			            if(IsPosY == 1'b1)
				            OUT <= OUT + 1'b1;
			            else
				            OUT <= OUT - 1'b1;
					 end			
		        end  
        end		
endmodule
module pixel_array_generator(X_IN, Y_IN, COLOUR_IN, ld_c, CLOCK_50, reset_n, enable, X_OUT, Y_OUT, COLOUR_OUT);
	input reset_n, enable, CLOCK_50, ld_c;
	input [7:0] X_IN, Y_IN;
	input [2:0] COLOUR_IN;
	output[7:0] X_OUT;
	output [7:0] Y_OUT;
	output [2:0] COLOUR_OUT;
	reg [7:0] tempX, tempY;
	reg [2:0] tempC;
	always @(posedge CLOCK_50) 
	    begin
            if (!reset_n) 
                begin
                    tempX <= 7'b0; 
                    tempY <= 7'b0;
			        tempC <= 3'b0;
                end
            else 
                begin
                    tempX <= X_IN;
                    tempY <= Y_IN;
				    if(ld_c == 1'b1)
					    tempC <= COLOUR_IN;
                end
        end
    wire [1:0] xPixel, yPixel;
    combinedCounter combCount(xPixel, yPixel, CLOCK_50, reset_n, enable);
    assign COLOUR_OUT = tempC;
    assign Y_OUT = tempY + yPixel;
	assign X_OUT = tempX + xPixel;
endmodule
module combinedCounter(X_OUT, Y_OUT, CLOCK_50, reset_n, enable);
	output reg [7:0] X_OUT, Y_OUT;
	input CLOCK_50, reset_n, enable;
	always @(posedge CLOCK_50)
	begin
		if(reset_n == 1'b0)
		begin
			X_OUT <= 2'b00;
			Y_OUT <= 2'b00;
		end
		else if(enable == 1'b1)
		    begin
		        if(X_OUT == 2'b01)
		            begin
			            X_OUT <= 2'b00;
                        if(Y_OUT == 2'b01)
 			                Y_OUT <= 2'b00;
 			            else
                            Y_OUT <= Y_OUT + 1'b1;
			        end
		        else
			        X_OUT <= X_OUT + 1'b1;
		    end
    end
endmodule
--- design/flow/run.sh ---
#!/bin/bash
# OpenROAD 26Q1-2900-gdf79404cd8, Yosys 0.63+post, stock flow scripts
make -C /OpenROAD-flow-scripts/flow DESIGN_CONFIG=/design/flow/config.mk WORK_HOME=/design/flow/orfs finish
--- design/flow/config.mk ---
export PLATFORM = sky130hd
export DESIGN_NAME = ball_module
export DESIGN_NICKNAME = ball_module
export VERILOG_FILES = /design/flow/design.v
export SDC_FILE = /design/flow/constraint.sdc
export NUM_CORES = 4
export LEC_CHECK = 1
export CORE_UTILIZATION = 30
--- design/flow/constraint.sdc ---
current_design ball_module

set clk_period 8.4
set clk_io_pct 0.2

create_clock -name clk0 -period $clk_period [get_ports {CLOCK_50}]

set non_clock_inputs [all_inputs -no_clocks]
set_input_delay [expr $clk_period * $clk_io_pct] -clock clk0 $non_clock_inputs
set_output_delay [expr $clk_period * $clk_io_pct] -clock clk0 [all_outputs]
==> results.yml <==
# generated from flow reports
sta:
  fmax_mhz: 251.6
  rsz0062_at_grt: "false"
  period_used_pct: 47.31
  skew_ns: 0.005356
  max_slew_margin_pct: 47.31
  whs_ns: 0.4220
  untimed_endpoints: 18
  unclocked_regs: 17
  setup_ws_ns: 4.426
  finalSetupTns_ns: 0
  worst_slew_pin_slew_ns: 0.7888
  slew_violations: 0
  layout_min_cycle_time_ns: 3.974
  hold_viol_final: 0
  setup_viol: 0
global_routing:
  overflow: 0
  antenna_found_initial: 0
  grt_util_met2_pct: 19.24
  grt_use_met1_pct: 16.70
  grt_max_degree: 33
  grt_use_total_pct: 11.66
  grt_util_met3_pct: 2.038
  grt_pass1_vias: 2808
  grt.busiest_layer: "met2"
  grt_pass1_wl_um: 12610
floorplan:
  core-area_um2: 12570
  rows: 41
  chip_area_um2: 13310
  io-pin-count: 33
  die_w_um: 115.4
  floorplan.core_util_pct: 30.68
  die_h_um: 115.4
logic_synthesis:
  yosysWarnings: 11
  netlist_area_um2: 3856
  ys.flops: 75
  syn_area_per_cell_um2: 8.804
  synthCells: 438
  ys_cells: 438
  async_flop_share_pct: 0
  ys_seq_share_pct: 38.94
  ff_type: "dfxtp_1"
  synth_cell_types: 50
  yosys-stat-area_um2: 3856
  edf_count: 0
clocking:
  numCtsBuffers: 9
  clk_path_buf_depth: 2
  holdBufCountCts: 0
  cts_tree: "yes"
  ctsResizeCount: 0
  htreeDepth: 3
  clk_latency_ns: 0.32
  cts_root_buf: "clkbuf_16"
  clkSlewWorstSetupHoldPaths_ns: 0.05
  postCtsSetupBuffers: 0
layout:
  syn_to_final_growth_pct: 20.47
  drive_gt1_share_pct: 5.085
  final_cells: 644
place:
  routabilityCongestion: 0.8374
  dp_hpwl_um: 5149
  dp_slack_ns: 4.739
  dp.cells: 628
  portBuffers: 30
power:
  pwr_density_cell_nw_per_um2: 163.2
  total_power_mw: 0.7580
  ir_drop_uv: 113.1
  total_leakage_power_nw: 1.835
run:
  drv_cap: 0
  warning_count: 30
routing:
  drtIter0Drc: 124
  drtPass1Iterations: 4
  vias_per_cell: 4.559
  antenna_cells: 0
  wire_per_inst_um: 11.10
  route.detailed.drc: 0
  ant_nets: 0
  drt_wl_total_um: 7149
  num_vias: 2936
worst_setup_path:
  cp_data_required_time_ns: 6.72
  ff2ff_setup_slack_ns: 6.46
  cp-end-kind: "output pin"
  reg2reg_depth: 5
  worstSetupPathType: "register to output pin"
  cp.arrival_ns: 2.29
  cp_max_fo: 5
  start_kind: "register"
worst_hold_path:
  hold_path_class: "register to register"
  whs_path_depth: 1
outcome:
  status: "finished clean"
[layer usage]
layer / up-vias / routed length (um)
li1: 1556 / -
met4: 0 / 68
met3: 6 / 197
met1: 1341 / 3597
met5: - / 0
met2: 33 / 3285
[synth_stat cells (2+ instances only)]
cell type | number | area, um^2
and4_1 | 4 | 35.03
nand2_1 | 52 | 195.2
xnor2_1 | 31 | 271.5
or3_1 | 3 | 18.77
nor3_2 | 2 | 20.02
nor4_1 | 10 | 62.56
inv_1 | 16 | 60.06
nand4_1 | 8 | 50.05
nor2_1 | 48 | 180.2
nand2b_1 | 2 | 12.51
nor3_1 | 8 | 40.04
mux2i_1 | 5 | 50.05
a21oi_1 | 20 | 100.1
and3_1 | 6 | 37.54
or2_1 | 2 | 12.51
clkbuf_1 | 9 | 33.78
xor2_1 | 17 | 148.9
dfxtp_1 | 75 | 1501
buf_4 | 4 | 30.03
o21ai_0 | 8 | 40.04
and3b_1 | 2 | 17.52
and2_1 | 17 | 106.4
o211ai_1 | 4 | 30.03
ha_1 | 24 | 300.3
nor2b_1 | 9 | 56.30
nand3_1 | 12 | 60.06
a21o_1 | 7 | 52.55
or4_1 | 2 | 15.01
nand4b_1 | 2 | 17.52
a211oi_1 | 6 | 45.04
fa_1 | 4 | 80.08
[worst paths after layout]
| path | endpoint | start |
|---|---|---|
| setup / recovery | ball_x[6] | ball_data_path.pag.combCount.X_OUT[0] |
| hold / removal | ball_data_path.dc.DELAY_OUT[0] | ball_data_path.dc.DELAY_OUT[0] |
| setup reg to reg | ball_data_path.dc.DELAY_OUT[8] | ball_data_path.dc.DELAY_OUT[14] |
| hold reg to reg | ball_data_path.dc.DELAY_OUT[0] | ball_data_path.dc.DELAY_OUT[0] |
[worst max-delay path, stage by stage, from the launching register on]
cell             delay (ns)
dfxtp_1                0.39
ha_1                   0.21
inv_1                  0.06
fa_1                   0.41
nor2_1                 0.18
nand3_1                0.11
xnor2_1                0.14
clkdlybuf4s50_1        0.47
[logic make-up (layout without fill, tap and decap cells)]
family                     count (synthesis)  in the layout  synth area share, %
and+or+nand+nor                          197            197                26.70
buffers and inverters                     30             64                3.342
other                                      1              1              0.09725
AOI/OAI and AO/OA                         54             54                8.858
DFF                                       75             75                38.94
adders and majority gates                 28             28                9.864
muxes                                      5              5                1.298
xor gates and xnor gates                  48             48                10.90
[metrics by stage]
stage          util [%]  instance area, um^2
3_3_place_gp      34.36                 4318
3_5_place_dp      34.36                 4318
2_1_floorplan         -                 3856
4_1_cts           36.96                 4646
5_1_grt           36.96                 4646
6_report          36.96                 4646
[placed cells by master (no fill, tap or decap), drive strengths merged, types with 2 or more instances in the layout]
master	n
and2	17
a211oi	6
nand2	52
or4	2
ha	24
nor2b	9
clkdlybuf4s50	30
and4	4
fa	4
or3	3
clkinv	3
nand3	12
xnor2	31
buf	2
o211ai	4
and3	6
or2	2
a21oi	20
and3b	2
nand4	8
o21ai	9
inv	17
xor2	17
nand4b	2
mux2i	5
clkbuf	9
nand2b	2
nor2	48
nor4	12
dfxtp	75
bufinv	2
a21o	7
nor3	11
[where the power goes]
part | internal (mW) | total [mW] | leakage [nW] | switching, mW
clock network | 0.262 | 0.389 | 0.156 | 0.128
logic | 0.0353 | 0.0738 | 1.07 | 0.0385
registers | 0.284 | 0.295 | 0.610 | 0.0105
total | 0.581 | 0.758 | 1.84 | 0.177
[area by class of cell]
class / instances / area [um^2]
fill: 1223 / 7923
clock buffer: 9 / 225.2
multi-input combinational: 333 / 2226
tap: 172 / 215.2
inverter: 16 / 60.06
timing repair buffer: 32 / 315.3
clock inverter: 7 / 102.6
sequential: 75 / 1501
[sequential cells by signal, summed over array words and instances (netlist names)]
register                            count
ball_data_path.pag.tempC                1
ball_data_path.xc.IsPosX                1
ball_data_path.yc.OUT                   8
ball_data_path.pag.tempY                8
ball_data_path.pag.combCount.X_OUT      8
ball_data_path.fc.FRAME_OUT             4
ball_data_path.pag.combCount.Y_OUT      8
ball_data_path.dc.DELAY_OUT            20
ball_data_path.xc.OUT                   8
ball_data_path.pag.tempX                8
ball_data_path.yc.IsPosY                1
No activity file was given, so power comes from the tool's default toggle rates.
